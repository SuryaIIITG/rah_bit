[/design/flow/run.sh]
#!/bin/bash
# OpenROAD 26Q1-2900-gdf79404cd8, Yosys 0.63+post, stock flow scripts
make -C /OpenROAD-flow-scripts/flow DESIGN_CONFIG=/design/flow/config.mk WORK_HOME=/design/flow/orfs finish
[/design/flow/config.mk]
export PLATFORM = sky130hd
export DESIGN_NAME = rah_sha_bridge
export DESIGN_NICKNAME = rah_sha_bridge
export VERILOG_FILES = /design/flow/design.v
export SDC_FILE = /design/flow/constraint.sdc
export NUM_CORES = 4
export LEC_CHECK = 1
export CORE_AREA = 10 10 510 510
export DIE_AREA = 0 0 520 520
[/design/flow/constraint.sdc]
current_design rah_sha_bridge

set clk_period 53.7
set clk_io_pct 0.2

create_clock -name clk0 -period $clk_period [get_ports {clk}]

set non_clock_inputs [all_inputs -no_clocks]
set_input_delay [expr $clk_period * $clk_io_pct] -clock clk0 $non_clock_inputs
set_output_delay [expr $clk_period * $clk_io_pct] -clock clk0 [all_outputs]
[/design/flow/design.v]
module rah_sha_bridge (
    input wire clk,
    input wire wr_fifo_empty,
    input wire [47:0] wr_fifo_read_data,
    output reg wr_fifo_read_en,
    input wire output_valid,
    input wire [255:0] hash1_out,
    output reg input_valid,
    output reg [511:0] sha_input_data,
    output reg sha_en,
    input wire sha_done,
    output reg sha_output_fifo_re,
    input wire sha_fifo_empty,
    input wire [255:0] fifo_out_data,
    output reg [47:0] wrdata,
    output reg send_data,
    output reg rst
);
parameter SHA_INPUT_WIDTH = 512;
parameter SHA_OUTPUT_WIDTH = 256;
parameter RAH_PACKET_WIDTH = 48;
parameter EMPTY_CYCLES = 16;
parameter REM_INPUT_BITS = SHA_INPUT_WIDTH % RAH_PACKET_WIDTH;
parameter REM_OUTPUT_BITS = SHA_OUTPUT_WIDTH % RAH_PACKET_WIDTH;
reg [2:0] rd_state = 0, wr_state = 0;
reg [8:0] rd_bit_count = 0, wr_bit_count = 0;
reg [3:0] empty_counter = 0;
reg [7:0] rd_counter = 0, wr_counter = 0;
reg [47:0] fifo_data_reg;   
reg rd_valid = 0;  
always @(posedge clk) begin
    if (wr_fifo_empty) begin
        if (empty_counter < EMPTY_CYCLES - 1) begin
            empty_counter <= empty_counter + 1;
            rst <= 0;
        end else begin
            rst <= 1;
        end
    end else begin
        empty_counter <= 0;
        rst <= 0;
    end
end
always @(posedge clk) begin
    case (rd_state)
        0: begin
            rd_counter <= 0;
            rd_bit_count <= 0;
            input_valid <= 0;
            sha_en <= 0;
            wr_fifo_read_en <= 0;
            if (!wr_fifo_empty) begin
                wr_fifo_read_en <= 1;
                rd_state <= 1;
            end
        end
        1: begin
            wr_fifo_read_en <= 0;
            fifo_data_reg <= wr_fifo_read_data;  
            rd_valid <= 1;  
            rd_state <= 2;
        end
        2: begin
            if (rd_valid) begin
                rd_valid <= 0;
                if (rd_bit_count + RAH_PACKET_WIDTH < SHA_INPUT_WIDTH) begin
                    sha_input_data[(SHA_INPUT_WIDTH - rd_bit_count) - 1 -: RAH_PACKET_WIDTH] <= fifo_data_reg;
                    rd_bit_count <= rd_bit_count + RAH_PACKET_WIDTH;
                    if (!wr_fifo_empty) begin
                        wr_fifo_read_en <= 1;
                        rd_state <= 1;
                        rd_counter <= rd_counter + 1;
                    end
                end else begin
                    sha_input_data[REM_INPUT_BITS-1:0] <= fifo_data_reg[RAH_PACKET_WIDTH-1 -: REM_INPUT_BITS];
                    rd_state <= 3;
                end
            end
        end
        3: begin
            sha_en <= 1;  
            input_valid <= 1;  
            rd_state <= 4;
        end
        4: begin
            sha_en <= 0;
            input_valid <= 0;
            if (sha_done) begin
                rd_state <= 0;
            end
        end
    endcase
end
always @(posedge clk) begin
    case (wr_state)
        0: begin
            wr_counter <= 0;
            send_data <= 0;
            if (!sha_fifo_empty) begin
                sha_output_fifo_re <= 1;
                wr_state <= 1;
            end
        end
        1: begin
            sha_output_fifo_re <= 0;
            wr_state <= 2;
        end
        2: begin
            wr_counter <= wr_counter + 1;
            send_data <= 1;
            if (wr_bit_count + RAH_PACKET_WIDTH <= SHA_OUTPUT_WIDTH) begin
                wrdata <= fifo_out_data[(SHA_OUTPUT_WIDTH - wr_bit_count) - 1 -: RAH_PACKET_WIDTH];
                wr_bit_count <= wr_bit_count + RAH_PACKET_WIDTH;
            end else begin
                wr_state <= 0;
                wrdata <= (REM_OUTPUT_BITS == RAH_PACKET_WIDTH) ? fifo_out_data[RAH_PACKET_WIDTH-1:0] : 
                          (fifo_out_data[REM_OUTPUT_BITS-1:0] << (RAH_PACKET_WIDTH - REM_OUTPUT_BITS));
                wr_bit_count <= 0;
            end
        end
    endcase
end
endmodule
==> git commit body <==
Add synthesis and place-and-route results

- For reference, the clock transition at the flip-flops on the worst setup and hold paths is 0.06 ns.
- H-tree Lvls: 3
* Vertical die dimension: 520 µm
* Type of the setup path with the least slack: reg2out
- As reported, the later end of the worst-skew pair has a clock insertion delay of 0.74 ns.
* DR vias: 32671
- Fp util: 14.3%
* Final count of pins violating max slew: 0
* Max reg flops: 512
* Wire length after detailed routing: 212000 µm
* Reg2reg setup slack: 46.60 ns
- Ratio of cells with drive above 1 in the final layout: 12.1%
- Number of optimization iterations in the first detailed-route pass: 6
- On the critical path the data arrives at 1.92 ns.
* FFs w/ async S/R, synth: 0%
* Via/cell ratio: 4.46
- TNS Setup: 0 ns
- Relative to the synthesized area, the layout overhead comes to 44.8%.
- STA classifies the critical path endpoint as a primary output.
* Placeable core area: 249000 µm²
* Post-Syn Area per Cell: 11.5 µm²
- Post-route minimum period: 12.66 ns
* Achievable frequency: 79.0 MHz
- Worst-Margin Slew: 1.08 ns
- After synthesis, the design contains 3098 cells according to Yosys.
- Sink count of the clock tree: 633
* Met2 wire length: 83300 µm
- The run finished with clean final reports.
- CTS tree: done
* Number of failing hold endpoints at the final stage: 0
- Dividing the final minimum period by the clock period gives 23.6%.
- The routed layout reports a DRC error count of 0.
- Clock Tree Buf Depth: 3
- The report shows a maximum critical-path fanout of 2.
- Wire length on met3: 35400 µm
- Hold buffer count at CTS: 0
- The worst VDD IR drop from the latest analysis is 61.8 µV.
- The chip occupies 270000 µm².
- Die width: 520 µm
* Buffer cell driving the clock tree root: clkbuf_16
- Among all stages on the critical path, the maximum delay recorded is 0.78 ns.
* Uppermost layer routed: met5
- Maximum number of pins on one net before global-route repair: 137
- In this run, synthesis produced a sequential element count of 633.
* Critical path cell sequence: clkdlybuf4s50_1
- The number of warnings reported in the stage logs is 292.
- Checking hold timing, the worst path is listed with class reg2reg.
* Routed metal-1 wire length: 84900 µm
* Top cell excl fill/tap: clkdlybuf4s50_1
* Pwr dens: 77.8 nW/µm²
- Max-capacitance violation count: 0
- Initial antenna violation count: 59
- The post-synth count of flops with an enable pin is 628.
* Warnings, synthesis: 1
- For the worst setup path, the data required time is 42.96 ns.
- Number of buffers inserted during clock tree synthesis: 77
- First-pass GRT wire length: 283000 µm
* Placer's final routability congestion estimate: 0.958
- In this run, the number of DRC markers left after iteration 0 of detailed routing was 3268.
- The number of different library cells used by synthesis comes to 88.
- Clock tree skew after final layout: 0.0387 ns
- Setup repair after global routing left no endpoint under its margin.
* FP Rows: 183
* Kind of launch point of the worst setup path: register
- Summing every instance area after synthesis gives 35600 µm².
* Synthesized chip area reported by yosys: 35600 µm²
- DRT antenna net count: 0
* Crit path max-delay family: buffers and inverters
- PnR worst setup slack: 41.04 ns
* Vias in the first global route: 32372
- Across every metal layer, demand over resource in global routing totals 15.3%.
- The power report puts the leakage power at 17.1 nW.
- The final report lists the setup-violating endpoint count as 0.
- Relative slew slack: 28.0%
- The most used flip-flop cell after synthesis is edfxtp_1.
- Routed length per placed instance: 28.9 µm
- Leaving out fill and tap cells, the most frequent cells in the layout are 873 x clkdlybuf4s50_1, 628 x edfxtp_1, 412 x o21ai_0.
* Fraction of the yosys area taken by sequential cells: 53.3%
- Number of input and output port buffers inserted: 873
- Post-CTS repair ended up resizing 0 cells.
* Buffer count from post-CTS setup fixing: 0
- 1131 I/O pins were placed.
- Crit path buf inv count: 1
- Cell type of the slowest stage on the worst timing path: clkdlybuf4s50_1
- Note, the detailed placer reported a final HPWL of 165000 µm.
- Gate count after technology mapping: 3098
- Placement Setup Slack: 40.46 ns
- GRT overflow: 0
[layer usage]
| layer | vias to the layer above | GRT usage, % |
|---|---|---|
| met1 | 16068 | 19.9 |
| met3 | 374 | 10.7 |
| met2 | 2220 | 20.3 |
| met4 | 54 | 4.40 |
| li1 | 13955 | - |
| met5 | - | 0.175 |
[report_power, final]
| group | internal (mW) | leakage [nW] | switching [mW] |
|---|---|---|---|
| sequential | 0.816 | 5.81 | 0.0994 |
| combinational | 0.810 | 10.0 | 1.72 |
| clock | 0.314 | 1.25 | 0.242 |
[layout make-up]
cell class                 instances  area [µm²]
multi-input combinational       2098       15400
timing repair buffer            1055       10100
sequential                       633       19000
fill                           26694      197000
clock buffer                      92        2000
tap                             3330        4170
clock inverter                    47         606
inverter                          51         191
antenna                           16        40.0
[path summary, 6_finish.rpt]
| check | endpoint | from | cells past startpoint |
|---|---|---|---|
| worst max-delay path | sha_input_data[5] | sha_input_data[5] | 1 |
| worst min-delay path | empty_counter[2] | empty_counter[2] | 1 |
| worst max register to register | sha_input_data[140] | rd_bit_count[4] | 15 |
| worst min register to register | empty_counter[2] | empty_counter[2] | 1 |
[synthesized netlist by cell type, types with 31 or more instances]
master / instances / area (µm²)
clkbuf_1: 230 / 863
nor2_1: 180 / 676
a31oi_1: 40 / 250
nand3_1: 61 / 305
a22oi_1: 115 / 863
mux4_2: 80 / 1800
o211ai_1: 32 / 240
nor3_1: 31 / 155
a21oi_1: 100 / 500
mux2_2: 32 / 360
nand2_1: 183 / 687
edfxtp_1: 628 / 18900
o21ai_0: 412 / 2060
a21o_1: 45 / 338
buf_1: 41 / 154
inv_1: 51 / 191
o2bb2ai_1: 73 / 639
o21ai_1: 58 / 290
a22o_1: 191 / 1670
mux2i_1: 170 / 1700
[through the flow]
stage                     utilization (%)  total power, mW  hold WS (ns)  instance area, µm²  instances
after floorplan                         -             2.20         0.462               35600       3098
final                                20.7             4.01         0.509               51500       7322
after global placement               19.6             3.40         0.489               48800       7167
after detailed placement             19.6             3.42         0.497               48800       7167
after global routing                 20.7             4.22         0.538               51500       7311
after CTS                            20.7             4.00         0.507               51400       7306
[cell families (layout without fill, tap and decap cells)]
kind of cell | count (synthesis) | in the layout | synth area share, %
AOI/OAI and AO/OA | 1231 | 1231 | 23.4
xor gates and xnor gates | 21 | 21 | 0.598
adders and majority gates | 14 | 14 | 0.493
buffers and inverters | 367 | 1245 | 4.16
DFF | 633 | 633 | 53.3
muxes | 282 | 282 | 10.9
other | 0 | 16 | 0
and+or+nand+nor | 550 | 550 | 7.13
Power and IR drop assume default switching activity.
