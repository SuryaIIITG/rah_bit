`/design/flow/config.mk`:
```
export PLATFORM = sky130hd
export DESIGN_NAME = mul
export DESIGN_NICKNAME = mul
export VERILOG_FILES = /design/flow/design.v
export SDC_FILE = /design/flow/constraint.sdc
export NUM_CORES = 4
export LEC_CHECK = 1
export CORE_UTILIZATION = 30
```
`/design/flow/constraint.sdc`:
```
current_design mul

set clk_period 22.3
set clk_io_pct 0.2

create_clock -name clk0 -period $clk_period [get_ports {clk}]

set non_clock_inputs [all_inputs -no_clocks]
set_input_delay [expr $clk_period * $clk_io_pct] -clock clk0 $non_clock_inputs
set_output_delay [expr $clk_period * $clk_io_pct] -clock clk0 [all_outputs]
```
`/design/flow/run.sh`:
```
#!/bin/bash
# OpenROAD 26Q1-2900-gdf79404cd8, Yosys 0.63+post, stock flow scripts
make -C /OpenROAD-flow-scripts/flow DESIGN_CONFIG=/design/flow/config.mk WORK_HOME=/design/flow/orfs finish
```
`/design/flow/design.v`:
```
module mul (
    input                               clk,
    input [RAH_PACKET_WIDTH-1:0]        a,
    input                               empty,
    output reg [RAH_PACKET_WIDTH-1:0]   c = 0,
    output reg                          rden = 0,
    output reg                          wren = 0
);
parameter RAH_PACKET_WIDTH = 48;
localparam IDLE = 3'd0;
localparam NEXT = 3'd1;
localparam LB = 3'd2;
localparam ADD = 3'd3;
localparam WRITE = 3'd4;
reg [RAH_PACKET_WIDTH-1:0] da = 0;
reg [RAH_PACKET_WIDTH-1:0] db = 0;
reg [(2*RAH_PACKET_WIDTH)-1:0] temp_a = 0;
reg r_wait = 0;
reg [1:0] i = 2'd2;
reg [2:0] state = IDLE;
always @(posedge clk) begin
    case(state)
        IDLE: begin
            wren <= 0;
            rden <= 0;
            if (~empty) begin
               rden <= 1;
               state <= NEXT;
            end
        end
        NEXT: begin
            if (r_wait) begin
                da <= a;
                state <= LB;
                r_wait <= 0;
            end else begin
                r_wait <= ~r_wait;
            end
        end
        LB: begin
            db <= a;
            rden <= 0;
            state <= ADD;
        end
        ADD: begin
            temp_a <= da * db;
            state <= WRITE;
        end
        WRITE: begin
            c <= temp_a[(i * 48) - 1 -: 48];
            wren <= 1;
            if (i == 1) begin
                state <= IDLE;
                i <= 2'd2;
            end else begin
                i <= i - 1;
            end
        end
    endcase
end
endmodule
```
==> run summary <==
Status = finished clean
Yosys Instances = 8859
Overall Global Routing Usage = 18.1%
Grt ovf = 0
Post-layout util = 32.2%
CTS Buf Count = 35
Crit start category = register
Crit Reg-Reg Startpoint = da[36]
Post-synthesis sequential area ratio = 8.91%
GPL Wtd Cong = 0.951
Initial antenna violation count = 3
RSZ-0062 raised after global routing = no
Drt wl/cell = 18.8 um
Worst-Margin Slew = 856 ps
Initial DRC count = 2537
Via Count = 57.0k
Detail-routed via count per cell = 4.64
Flops & latches, synth = 248
Max_slew headroom = 42.9%
Deepest clock path buffer count = 3
CP max stage cell = edfxtp_1
DRC Markers = 0
Hold Crit Class = reg -> reg
CP Data Required Time = 22620 ps
Share of post-route cells with drive strength above 1 = 3.26%
CP bufs+invs = 6
Root Buffer Master = clkbuf_16
Final setup viols = 0
Worst R2R End = temp_a[94]
Largest net degree at the start of global routing = 62
Worst path most repeated cell = fa_1
Met3 WL = 19500 um
Min Tclk post-route = 9660 ps
Chip Area = 281000 um^2
R2R setup slack = 12640 ps
Area delta synth->final = 6.72%
Total Routed Length = 231000 um
Core Util at FP = 30.2%
Period utilization = 43.3%
Ys async rst share = 0%
Final hold vios = 0
H-tree depth = 2
First-pass iteration count of the detailed router = 6
Clock slew at reported path FFs = 60 ps
TritonCTS clock tree = yes
Wl on met1 = 90300 um
Clock Skews = 56.1 ps
Die H = 530 um
Core area = 277000 um^2
Final ANT Viol Nets = 0
Setup ws final = 12640 ps
Syn Area/Cell = 9.43 um^2
Synth Cell Area = 83500 um^2
Depth of the worst register-to-register path = 26
Post_cts resized = 0
CTS sink count = 248
TNS Setup = 0 ps
Nature of the critical path endpoint = register
Slew Limit Fails = 0
Critical Path AT = 9990 ps
DP HPWL = 187000 um
Vias in the first global route = 62.3k
Max-cap violations = 0
Critical path origin = da[36]
CP Depth = 26
Tool warnings = 29
Synth Warn # = 1
# rows = 193
Slowest stage delay, CP = 880 ps
CTS Hold Bufs = 0
Critical path class = reg -> reg
Die X = 530 um
Maximum clock frequency = 0.103 GHz
Synth cell types = 83
Critical path destination = temp_a[94]
Clock latency on the worst-skew pair = 630 ps
Routed met2 length = 113000 um
Port bufs = 99
Setup bufs post-CTS = 0
Ports = 100
Max Used Layer = met5
Number of enable flip-flop cells = 248
Pre-CTS setup slack = 12690 ps
Chip Area, Yosys = 83500 um^2
CP top delay family = adder cells
Dominant flop cell = edfxtp_1
CP Max Fanout = 30
Mapped Cells = 8859
First-pass GRT wire length = 369000 um
[Yosys cell counts (all sizes together), types with 16 or more instances]
cell       n  area (um^2)
o21ai     81          413
nor2b     28          175
nand3     19          100
a21o      48          365
a211oi    26          215
nor2      98          368
fa      2112        42300
xnor2     54          473
mux2      32          360
and2    1022         6400
buf       50          272
a22o      16          140
inv     2152         8080
and3      22          148
mux2i     43          430
nand4     35          219
a21oi    152          776
ha       438         5480
nand2   1408         5290
a221oi    39          348
clkbuf   530         2040
edfxtp   248         7450
xor2      39          342
o21bai    23          173
[state kept, by name, summed over array words and instances (netlist names)]
name    cells
temp_a     96
c          48
da         48
db         48
state       3
i           2
r_wait      1
rden        1
wren        1
[metal layers]
metal,up-vias,track usage (%)
li1,25000,-
met1,29600,24.1
met2,2051,29.2
met3,327,6.18
met4,2,4.51
met5,-,0
[cell type report]
class,instances,area [um^2]
clock buffers,41,898
flip-flops and latches,248,7450
repair buffers,245,2090
fillers,28600,188000
diodes,1,2.50
multi-input cells,5879,65700
well taps,3705,4640
inverters,2152,8080
clock inverters,23,269
[worst min path at each step]
| stage | cells past startpoint | start | endpoint | slack [ps] |
|---|---|---|---|---|
| 4_1_cts | 1 | r_wait | r_wait | 580 |
| 5_1_grt | 1 | r_wait | r_wait | 610 |
| 6_report | 1 | r_wait | r_wait | 580 |
[through the flow]
step	instances	hold WS [ps]	instance area, um^2
6_report	12300	582	89200
5_1_grt	12300	614	89200
4_1_cts	12300	583	89200
3_5_place_dp	12200	571	88000
3_3_place_gp	12200	568	88000
2_1_floorplan	8859	530	83500
[worst reg2reg max path, stage by stage (launching register included)]
cell	delay, ps
edfxtp_1	880
buf_4	490
nand2_1	190
fa_1	570
inv_1	50
fa_1	490
inv_1	50
fa_1	490
fa_1	450
fa_1	550
inv_1	50
fa_1	480
fa_1	500
fa_1	510
inv_1	50
fa_1	530
inv_1	70
ha_1	360
a21o_1	190
a21o_1	180
o31ai_1	640
a221oi_1	240
o31a_1	310
a221oi_2	450
a22oi_2	240
a211oi_1	290
a211oi_2	60
[cell usage in the layout (no fill, tap or decap), drive strengths merged, types with 6 or more instances in the layout]
cell	count
mux4	7
nor2	98
inv	2156
mux2	32
and2	1022
a21oi	152
a221oi	39
nand2b	8
o31ai	7
a22oi	11
clkdlybuf4s50	99
nand3	19
mux2i	43
nand4	35
xnor2	54
o21a	9
nor2b	28
o21bai	23
or2	6
clkinv	11
edfxtp	248
a21boi	6
nand2	1408
a32oi	10
a211oi	26
o21ai	81
a21o	48
ha	438
fa	2112
buf	146
xor2	39
and3	22
a31oi	14
nor3	13
clkbuf	41
a22o	16
[cell families (layout without fill, tap and decap cells)]
family / Yosys count / in the layout / share of synthesized area, %
buffers and inverters: 2732 / 2461 / 12.4
AND/OR/NAND/NOR: 2680 / 2680 / 15.6
adder cells (fa/ha/maj): 2550 / 2550 / 57.2
AND-OR/OR-AND: 474 / 474 / 3.82
flip-flops: 248 / 248 / 8.91
XOR/XNOR: 93 / 93 / 0.975
multiplexers: 82 / 82 / 1.14
other: 0 / 1 / 0
