**config.mk**
```make
export PLATFORM = sky130hd
export DESIGN_NAME = rah2uart
export DESIGN_NICKNAME = rah2uart
export VERILOG_FILES = /design/flow/design.v
export SDC_FILE = /design/flow/constraint.sdc
export NUM_CORES = 4
export LEC_CHECK = 1
export CORE_UTILIZATION = 40
```
**constraint.sdc**
```tcl
current_design rah2uart

set clk_period 6.2
set clk_io_pct 0.2

create_clock -name clk0 -period $clk_period [get_ports {clk}]

set non_clock_inputs [all_inputs -no_clocks]
set_input_delay [expr $clk_period * $clk_io_pct] -clock clk0 $non_clock_inputs
set_output_delay [expr $clk_period * $clk_io_pct] -clock clk0 [all_outputs]
```
**design.v**
```verilog
module rah2uart (
    input                           clk,
    input                           data_queue_empty,
    input                           data_queue_almost_empty,
    input [RAH_PACKET_WIDTH-1:0]    data_frame,
    input                           uart_rx_pin,
    output [RAH_PACKET_WIDTH-1:0]   tx_data,
    output                          send_data,
    output reg                      request_data = 0,
    output                          uart_tx_pin
);
parameter RAH_PACKET_WIDTH = 48;
parameter BYTES_IN_PACKET = RAH_PACKET_WIDTH / 8;
parameter UART_DATA_WIDTH = 8;
reg [2:0] state = 0;
reg send_uart = 0;
reg [RAH_PACKET_WIDTH-1:0] rah_data = 0;
reg [$clog2(BYTES_IN_PACKET):0] cnt = 0;
reg [UART_DATA_WIDTH-1:0] uart_byte = 0;
wire uart_tx_done;
always @(posedge clk) begin
    case (state)
        0: begin
            if (~data_queue_empty) begin
                request_data <= 1;
                state <= 1;
            end
        end
        1: begin
            request_data <= 0;
            state <= 2;
        end
        2: begin
            rah_data <= data_frame;
            cnt <= 0;
            state <= 3;
        end
        3: begin
            if (cnt < BYTES_IN_PACKET) begin
                send_uart <= 1;
                uart_byte <= rah_data[(BYTES_IN_PACKET - cnt - 1)
                        * UART_DATA_WIDTH
                        +: UART_DATA_WIDTH];
                state <= 4;
            end else begin
                state <= 0;
            end
        end
        4: begin
            send_uart <= 0;
            if (uart_tx_done) begin
                cnt <= cnt + 1;
                state <= 3;
            end
        end
    endcase
end
uart_tx #(
    .CLKS_PER_BIT(468)
) transmit (
    .i_Rst_L(1'b1),
    .i_Clock(clk),
    .i_TX_DV(send_uart),
    .i_TX_Byte(uart_byte), 
    .o_TX_Active(),
    .o_TX_Serial(uart_tx_pin),
    .o_TX_Done(uart_tx_done)
);
wire [7:0] uart_rx_byte;
uart_rx #(
    .CLOCKS_PER_BIT(468)
) receiver (
    .i_Clock(clk),
    .i_RX_Serial(uart_rx_pin),
    .o_RX_DV(send_data),
    .o_RX_Byte(uart_rx_byte)
);
assign tx_data = {40'h0, uart_rx_byte};
endmodule
module uart_tx #(
    parameter CLKS_PER_BIT = 50
) (
    input       i_Rst_L,
    input       i_Clock,
    input       i_TX_DV,
    input [7:0] i_TX_Byte,
    output reg  o_TX_Active,
    output reg  o_TX_Serial,
    output reg  o_TX_Done
);
localparam IDLE         = 2'b00;
localparam TX_START_BIT = 2'b01;
localparam TX_DATA_BITS = 2'b10;
localparam TX_STOP_BIT  = 2'b11;
reg [2:0] r_SM_Main;
reg [17:0] r_Clock_Count;
reg [2:0] r_Bit_Index;
reg [7:0] r_TX_Data;
always @(posedge i_Clock or negedge i_Rst_L) begin
    if (~i_Rst_L) begin
        r_SM_Main <= 3'b000;
    end else begin
        o_TX_Done <= 1'b0;
        case (r_SM_Main)
            IDLE: begin
                o_TX_Serial   <= 1'b1;  
                r_Clock_Count <= 0;
                r_Bit_Index   <= 0;
                if (i_TX_DV == 1'b1) begin
                    o_TX_Active <= 1'b1;
                    r_TX_Data   <= i_TX_Byte;
                    r_SM_Main   <= TX_START_BIT;
                end else
                    r_SM_Main <= IDLE;
            end  
            TX_START_BIT: begin
                o_TX_Serial <= 1'b0;
                if (r_Clock_Count < CLKS_PER_BIT-1) begin
                    r_Clock_Count <= r_Clock_Count + 1'b1;
                    r_SM_Main     <= TX_START_BIT;
                end else begin
                    r_Clock_Count <= 0;
                    r_SM_Main     <= TX_DATA_BITS;
                end
            end  
            TX_DATA_BITS: begin
                o_TX_Serial <= r_TX_Data[r_Bit_Index];
                if (r_Clock_Count < CLKS_PER_BIT-1) begin
                    r_Clock_Count <= r_Clock_Count + 1'b1;
                    r_SM_Main     <= TX_DATA_BITS;
                end else begin
                    r_Clock_Count <= 0;
                    if (r_Bit_Index < 7) begin
                        r_Bit_Index <= r_Bit_Index + 1'b1;
                        r_SM_Main   <= TX_DATA_BITS;
                    end else begin
                        r_Bit_Index <= 0;
                        r_SM_Main   <= TX_STOP_BIT;
                    end
                end
            end  
            TX_STOP_BIT: begin
                o_TX_Serial <= 1'b1;
                if (r_Clock_Count < CLKS_PER_BIT-1) begin
                    r_Clock_Count <= r_Clock_Count + 1'b1;
                    r_SM_Main     <= TX_STOP_BIT;
                end else begin
                    o_TX_Done     <= 1'b1;
                    r_Clock_Count <= 0;
                    r_SM_Main     <= IDLE;
                    o_TX_Active   <= 1'b0;
                end
            end  
            default: r_SM_Main <= IDLE;
        endcase
    end  
end  
endmodule
module uart_rx #(
    parameter CLOCKS_PER_BIT = 5000
) (
    input         i_Clock,
    input         i_RX_Serial,
    output        o_RX_DV,
    output [7:0]  o_RX_Byte
);
parameter IDLE = 3'b000;
parameter RX_START_BIT = 3'b001;
parameter RX_DATA_BITS = 3'b010;
parameter RX_STOP_BIT = 3'b011;
parameter CLEANUP = 3'b100;
reg [17:0] r_Clock_Count;
reg [2:0] r_Bit_Index;
reg [7:0] r_RX_Byte;
reg r_RX_DV;
reg [2:0] r_SM_Main;
always @(posedge i_Clock) begin
    case (r_SM_Main)
        IDLE: begin
            r_RX_DV <= 1'b0;
            r_Clock_Count <= 0;
            r_Bit_Index <= 0;
            if (i_RX_Serial == 1'b0)
                r_SM_Main <= RX_START_BIT;
            else
                r_SM_Main <= IDLE;
        end
        RX_START_BIT: begin
            if (r_Clock_Count == CLOCKS_PER_BIT / 2) begin
                if (i_RX_Serial == 1'b0) begin
                    r_Clock_Count <= 0;
                    r_SM_Main <= RX_DATA_BITS;
                end else
                    r_SM_Main <= IDLE;
            end else begin
                r_Clock_Count <= r_Clock_Count + 1'b1;
                r_SM_Main <= RX_START_BIT;
            end
        end
        RX_DATA_BITS: begin
            if(r_Clock_Count < CLOCKS_PER_BIT - 1) begin
                r_Clock_Count <= r_Clock_Count + 1'b1;
                r_SM_Main <= RX_DATA_BITS;
            end else begin
                r_Clock_Count <= 0;
                r_RX_Byte[r_Bit_Index] <= i_RX_Serial;
                if (r_Bit_Index < 7) begin
                    r_Bit_Index <= r_Bit_Index + 1'b1;
                    r_SM_Main <= RX_DATA_BITS;
                end else begin
                    r_Bit_Index <= 0;
                    r_SM_Main <= RX_STOP_BIT;
                end
            end
        end
        RX_STOP_BIT: begin
            if(r_Clock_Count < CLOCKS_PER_BIT - 1) begin
                r_Clock_Count <= r_Clock_Count + 1'b1;
                r_SM_Main <= RX_STOP_BIT;
            end else begin
                r_RX_DV <= 1'b1;
                r_Clock_Count <= 0;
                r_SM_Main <= CLEANUP;
            end
        end
        CLEANUP: begin
            r_SM_Main <= IDLE;
            r_RX_DV <= 1'b0;
        end
        default: r_SM_Main <= IDLE;
    endcase
end
assign o_RX_Byte = r_RX_Byte;
assign o_RX_DV = r_RX_DV;
endmodule
```
**run.sh**
```bash
#!/bin/bash
# OpenROAD 26Q1-2900-gdf79404cd8, Yosys 0.63+post, stock flow scripts
make -C /OpenROAD-flow-scripts/flow DESIGN_CONFIG=/design/flow/config.mk WORK_HOME=/design/flow/orfs finish
```
==> job_summary.md <==
## Synthesis and layout report

| Metric | Value |
|---|---|
| RSZ-0062 raised after global routing | `no` |
| Registers, synthesis | `131` |
| Initial antenna violation count | `0` |
| Deepest clock path buffer count | `2` |
| Total Wirelength | `10,200 µm` |
| Worst Skew | `6.47 ps` |
| Syn-to-layout area delta | `21.6%` |
| GRT Residual Overflow | `0` |
| Cell Type Count | `54` |
| CTS tree | `yes` |
| Num CTS Buffers | `17` |
| Hold_buf cts | `0` |
| Max-Cap Viols | `0` |
| DIE WIDTH | `127 µm` |
| Power per cell area | `377 nW/µm²` |
| Final core utilization | `50.1%` |
| Crit-path max FO | `2` |
| Finished Layout Cells | `823` |
| GRT Util Overall | `13.8%` |
| Critical Path AT | `1230 ps` |
| CP peak stage delay | `470 ps` |
| Crit-path cells | `clkdlybuf4s50_1` |
| GP Congestion | `0.826` |
| Post-DRT Antenna Nets | `0` |
| IO Port Bufs | `61` |
| Synth area leaders | `edfxtp_1, buf_4, nor2_1, xor2_1, ha_1` |
| Max-area cell share | `59.7%` |
| OpenROAD warnings | `35` |
| Final Hold Fails | `0` |
| Comb. cell area | `2230 µm²` |
| Max_slew headroom | `55.1%` |
| Max IR drop VDD | `213 µV` |
| Seq. cell area | `3870 µm²` |
| Prevailing post-synth register cell | `edfxtp_1` |
| Yosys cell count | `508` |
| Clk sink count | `131` |
| Max Slew Vio Count | `0` |
| Post-CTS sizing | `0` |
| YS chip area | `6290 µm²` |
| Tcrit/Tclk final | `39.9%` |
| Worst path buffer plus inverter count | `1` |
| Worst Hold Depth | `0` |
| Reg2Reg Depth | `8` |
| Register area share after synthesis | `61.6%` |
| Setup crit end kind | `primary output` |
| Drt wl/cell | `12.4 µm` |
| Worst hold path type | `flip-flop to flip-flop` |
| CP required | `4960 ps` |
| Hold Path End | `transmit.r_TX_Data[2]` |
| Post-synth EDFFs | `125` |
| Global-route wire length before repair | `16,800 µm` |
| Worst R2R Setup Slack | `3730 ps` |
| Reg2reg start | `cnt[0]` |
| Least-Margin Pin Slew | `672 ps` |
| Clock root cell | `clkbuf_16` |
| Routed vias | `3,876` |
| DRT iter0 DRCs | `170` |
| CP delay by family, top | `buffers and inverters` |
| Final min period | `2470 ps` |
| Starting Density | `41.2%` |
| Hold path start | `uart_byte[2]` |
| DR pass1 iterations | `6` |
| Vias in the first global route | `3,677` |
| Setup TNS Final | `0 ps` |
| Post-DP HPWL | `6930 µm` |
| Ports | `103` |
| Static leakage | `0.00285 µW` |
| DRC viols | `0` |
| Placed Cells | `791` |
| Core region area | `15,300 µm²` |
| Critical path startpoint category | `flip-flop` |
| Routed vias/inst | `4.71` |
| Syn Inst Count | `508` |
| Die height | `127 µm` |
| FP Rows | `45` |
| Mapped cell area | `6290 µm²` |
| Final setup vio count | `0` |
| Worst-path clk slew | `60 ps` |
| Layout cells sized above 1 | `9.48%` |
| Number of diodes | `0` |
| Setup bufs post-CTS | `0` |
| Reg2Reg Capture Point | `send_uart` |
| Cell taking the most area after synthesis | `edfxtp_1` |
| Worst Setup Path Type | `flip-flop to primary output` |
| Worst-Skew Late Latency | `410 ps` |
| Share of flip-flops with an asynchronous set or reset | `0%` |
| Synth Warn # | `3` |
| F_max | `404 MHz` |
| H-Tree Depth | `4` |
| CP max-delay cell | `clkdlybuf4s50_1` |
| Largest net degree at the start of global routing | `49` |
| Syn_area_per_cell | `12.4 µm²` |
| Chip area | `16,200 µm²` |
| Fillers | `1,286` |
| Status | `finished, final reports clean` |
flip-flops by register name, indices dropped and copies added (netlist names):
register / flops
transmit.r_Clock_Count: 18
receiver.r_RX_Byte: 8
transmit.r_Bit_Index: 3
transmit.r_SM_Main: 2
rah_data: 48
receiver.r_RX_DV: 1
cnt: 4
request_data: 1
uart_byte: 8
send_uart: 1
transmit.o_TX_Serial: 1
receiver.r_SM_Main: 3
transmit.o_TX_Done: 1
state: 3
receiver.r_Clock_Count: 18
transmit.r_TX_Data: 8
receiver.r_Bit_Index: 3
area by class of cell:
cell class                      instances  share of cell area (%)
Clock buffer                           17                    5.56
Clock inverter                         15                    2.06
Timing Repair Buffer                   66                    8.47
Sequential cell                       131                    50.6
Tap cell                              211                    3.45
Multi-Input combinational cell        371                    29.2
Inverter                               12                   0.589
cell usage in the layout (no fill, tap or decap), drive strengths merged, types with 2 or more instances in the layout:
cell and count:
and3 9, a2111oi 2, xor2 23, ha 15
dfxtp 6, inv 15, a21boi 7, nor2b 4
nand4 11, or2 2, clkinv 5, nor4 5
o21ai 22, mux2 2, edfxtp 125, clkbuf 17
o31ai 2, and2 4, a22oi 2, a211oi 9
buf 5, xnor2 4, and4 5, nor3 2
or3 5, mux2i 2, mux4 2, a221o 7
conb 67, a21oi 30, nor2 57, clkinvlp 5
nand2b 5, nand3 17, a21o 3, or4 2
nand2 33, bufinv 2, a31oi 2, clkdlybuf4s50 61
how the worst max path moves through the flow:
stage | from | slack [ps] | cells after the start | endpoint
4_1_cts | receiver.r_RX_Byte[0] | 3700 | 1 | tx_data[0]
5_1_grt | cnt[0] | 3540 | 8 | send_uart
6_report | receiver.r_RX_Byte[0] | 3730 | 1 | tx_data[0]
synthesized netlist by cell type (4+ instances only):
library cell	n
clkbuf_1	11
a221o_1	7
o21ai_0	16
a211oi_1	4
and4_1	5
inv_1	12
a211oi_2	5
ha_1	15
edfxtp_1	125
nand2b_1	5
xor2_1	22
or3_1	5
o21ai_1	6
nor4_1	4
a21boi_0	7
dfxtp_1	6
xnor2_1	4
and3_1	9
nor2b_1	4
buf_4	44
nor2_1	57
nand3_1	15
nand4_1	10
nand2_1	33
a21oi_1	30
report_power, final:
group	internal (µW)	switching, µW	total, µW
Clock	593	380	973
Sequential	1220	112	1330
Combinational	245	338	582
kinds of logic (layout without fill, tap and decap cells):
group,after synthesis,after routing,synth area share [%]
compound gates,92,92,9.69
fa+ha+maj,15,15,2.98
flops,131,131,61.6
xor+xnor,27,27,3.88
simple gates,164,164,13.4
buf+inv,71,110,6.92
mux,6,6,1.39
other cells,2,67,0.119
layer usage:
metal	wire length (µm)	global-route usage (%)
met5	0	0
met3	525	3.50
met4	154	2.03
met2	4700	21.5
met1	4840	21.7
through the flow:
stage	setup WS, ps	instance area [µm²]	hold slack, ps	total power (µW)
after floorplan	1830	6530	400	1780
after global placement	3500	7070	404	1920
after detailed placement	3460	7070	405	1930
after CTS	3700	7650	418	2920
after global routing	3540	7650	421	3040
final	3730	7650	418	2880
No activity file was given, so power comes from the tool's default toggle rates.
